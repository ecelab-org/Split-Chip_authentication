==> flow/design.v <==
`timescale 1ns / 1ps
module SPISlave #(
        parameter KEY_LENGTH = 32
    )(
        input clk,
        input rst,
        input [KEY_LENGTH-1:0] dataToSend,
        input send,
        input MOSI,
        input SCLK,
        output reg MISO,
        output [KEY_LENGTH-1:0] dataReceived,
        output reg dataReceived_ready
    );
    reg [KEY_LENGTH:0] dataToSend_buf;
    wire [KEY_LENGTH:0] dataReceived_internal;
    reg send_buf, send_delayed, send_trigger, sending;
    integer SCLK_counter_receive, SCLK_counter_send;
    assign dataReceived = dataReceived_internal[KEY_LENGTH-1:0];
        wire shift_in;
        reg [KEY_LENGTH:0] data;
        wire [KEY_LENGTH:0] data_next;
        always @(posedge rst) begin
            SCLK_counter_receive <= 0;
            dataReceived_ready <= 0;
        end
        always @(posedge SCLK) begin
            if (!rst) begin
                data <= 0;
            end
            else begin
                data <= data_next;
                if (SCLK_counter_receive == KEY_LENGTH) begin
                    SCLK_counter_receive <= 0;
                    dataReceived_ready <= 1'b1;
                end
                else begin
                    SCLK_counter_receive <= SCLK_counter_receive + 1;
                    dataReceived_ready <= 1'b0;
                end
            end
        end	
        assign shift_in = MOSI;
        assign dataReceived_internal = data;
        assign data_next = {shift_in, data[KEY_LENGTH:1]};
    always @(posedge clk) begin
        send_buf <= send;
        send_delayed <= send_buf;
        if (send_buf && !send_delayed) begin   
            send_trigger <= 1'b1;
        end
        else begin
            send_trigger <= 0;
       end
    end
    always @(posedge rst) begin
        send_buf <= 0;
        send_delayed <= 0;
        dataToSend_buf <= 0;
        MISO <= 0;
        SCLK_counter_send <= 0;
        sending <= 0;
    end
    always @(posedge send_trigger or negedge SCLK) begin
        if (send_trigger) begin
            if (!sending) begin
                MISO <= 1'b1;
                dataToSend_buf <= dataToSend;
                SCLK_counter_send <= 0;
                sending <= 1'b1;
            end
            else begin
                MISO <= MISO;
                dataToSend_buf <= dataToSend_buf;
                SCLK_counter_send <= SCLK_counter_send;
                sending <= 1'b1;
            end
        end
        else begin
            if (SCLK_counter_send == KEY_LENGTH) begin
                SCLK_counter_send <= 0;
                sending <= 0;
                MISO <= 0;
            end
            else begin
                SCLK_counter_send <= SCLK_counter_send + 1;
                sending <= sending;
                MISO <= dataToSend_buf[SCLK_counter_send];
            end
            dataToSend_buf <= dataToSend_buf;
        end
    end
endmodule
==> flow/run.sh <==
#!/bin/bash
# OpenROAD 26Q1-2900-gdf79404cd8, Yosys 0.63+post, stock flow scripts
make -C /OpenROAD-flow-scripts/flow DESIGN_CONFIG=/design/flow/config.mk WORK_HOME=/design/flow/orfs finish
==> flow/config.mk <==
export PLATFORM = sky130hd
export DESIGN_NAME = SPISlave
export DESIGN_NICKNAME = SPISlave
export VERILOG_FILES = /design/flow/design.v
export SDC_FILE = /design/flow/constraint.sdc
export NUM_CORES = 4
export LEC_CHECK = 1
export CORE_AREA = 10 10 83 83
export DIE_AREA = 0 0 93 93
export SYNTH_HDL_FRONTEND = slang
==> flow/constraint.sdc <==
current_design SPISlave

set clk_period 1.0
set clk_io_pct 0.2

create_clock -name clk0 -period $clk_period [get_ports {SCLK}]
create_clock -name clk1 -period $clk_period [get_ports {clk}]
create_clock -name clk2 -period $clk_period [get_ports {rst}]

set non_clock_inputs [all_inputs -no_clocks]
set_input_delay [expr $clk_period * $clk_io_pct] -clock clk0 $non_clock_inputs
set_output_delay [expr $clk_period * $clk_io_pct] -clock clk0 [all_outputs]
==> ci_impl_report.md <==
### Yosys + OpenROAD results

| Metric | Value |
|---|---|
| Outcome | finished, final reports clean |
| Die W | 93 um |
| First-pass GRT wire length | 3290 um |
| Most used logic cell in the final layout | and2_2 |
| Critical Path End Type | output port |
| Gate Count Post-Synth | around 100 |
| Clock Skews | 0.00253 ns |
| Pin count of the biggest net entering global routing | 11 |
| Biggest register | data |
| Tool warnings | 93 |
| Worst Path Buf+Inv | 1 |
| Antenna diode count | 0 |
| Antenna Violating Nets Remaining | 0 |
| Cell chain of the critical path | clkdlybuf4s15_1 |
| Top Family by Delay on Critical Path | flip-flops |
| Pwr/cell area | 2470 nW/um^2 |
| TritonCTS clock tree | built |
| Final setup viols | 0 |
| Max Slew Vio Count | 0 |
| Crit start category | flop |
| Ys Warns | 173 |
| Distinct cells, synth | 5 |
| Final Hold Viols | 0 |
| Place WS | -0.00936 ns |
| Total wire length | 2000 um |
| Initial antenna violation count | 0 |
| Initial DRC count | 15 |
| Fin cells | 193 |
| Post-layout util | 28.4% |
| Congestion Overflow GR | 0 |
| Final setup margin | between 0.04 and 0.05 ns |
| Max Cap Viol | 0 |
| Die ar. | slightly below 9000 um^2 |
| DR vias | 631 |
| Synth Area per Inst | 11.4 um^2 |
| Max reg flops | 33 |
| Die Y | 93 um |
| HPWL after DPL | roughly 1300 um |
| Slowest-stage cell, CP | dfxtp_2 |
| DR pass1 iterations | 2 |
| Cell taking the most area after synthesis | dfxtp_1 |
| Top Layout Cells | and2_2 (33), dfxtp_2 (31), clkbuf_2 (30) |
| Yosys reg bits | 33 |
| Ys cells | 104 |
| # port buffers | 33 |
| Area delta synth->final | 23.4% |
| Dominant cell area share | 55.9% |
| Inst Count DP | 171 |
| Placeable core area | 5140 um^2 |
| Critical path arrival | 0.76 ns |
| Yosys Chip Area | 1180 um^2 |
| Core Density at Floorplan | 23.0% |
| Worst Path Class, Setup | reg -> out |
| Clock slew seen by the registers of the worst setup and hold paths | 0.06 ns |
| P_leak | 0.701 nW |
| CP max FO | 2 |
| Final hold slack | 0.138 ns |
| Routability cong. | 0.686 |
| Largest regs | data: 33 flops |
| Netlist Area Pre-Place | roughly 1200 um^2 |
| CP peak stage delay | 0.32 ns |
| Drt via density | around 3.3 |
| Vias in the first global route | between 800 and 900 |
| WL/cell | 10.3 um |
| Sequential area share after synthesis | 55.9% |
| Setup TNS | 0 ns |
| Max VDD drop | around 1100 uV |
| Main area contributors | dfxtp_1 (56%), buf_4 (22%), and2_2 (21%) |
| Crit path DRT | 0.80 ns |
| Unrepaired setup endpoints after global routing | false |
| Site Rows | 26 |
| Ports | about 70 |
| Worst Hold Class | clk -> reg |
| Tot GR Track Use | 4.91% |
| DR DRC count | 0 |
| Share of cells above drive strength 1 | a little over 90% |
## per-stage QoR
stage	area, um^2	power [mW]
floorplan	1190	1.82
global placement	1330	1.64
detailed placement	1330	1.64
CTS	1590	3.76
global route	1460	3.89
finish	1460	3.60
## power breakdown
part	internal, mW	switching, mW
clock network	1.24	0.868
logic	0.0459	0.0120
registers	1.40	0.0270
## synth_stat cells
cell,number
dfxtp_1,33
buf_4,34
clkbuf_2,3
and2_2,33
conb_1,1
## what timing repair did
item                       CTS  global route
gates resized               95            30
setup endpoints to repair   32            30
buffers inserted             4             2
hold buffers                 0             0
## metal layers
| metal | track usage, % | share of wire [%] |
|---|---|---|
| met2 | 3.80 | 33 |
| met5 | 0 | 0 |
| met1 | 3.66 | 41 |
| met4 | 5.53 | 3.4 |
| met3 | 8.72 | 22 |
## logic make-up (layout without fill, tap and decap cells)
family	after synthesis	in the layout	share of synthesized area, %
other	1	2	0.317
flip-flops	33	33	55.9
AND/OR/NAND/NOR	33	33	21.0
buffers and inverters	37	55	22.9
## final cells by class
class	count	area, um^2
multi-input cells	35	255
repair buffers	39	225
clock buffers	14	183
well taps	70	87.6
fillers	568	3680
flip-flops and latches	33	699
clock inverters	2	8.76
## path summary, 6_finish.rpt
kind | start | end | slack, ns | cells past startpoint
worst max register to register | data[9] | data[8] | 0.27 | 2
worst min-delay path | rst | data[16] | 0.14 | 3
worst min register to register | data[32] | data[31] | 0.44 | 1
worst max-delay path | data[15] | dataReceived[15] | 0.04 | 1
No activity file was given, so power comes from the tool's default toggle rates.
