File: run.sh
#!/bin/bash
# OpenROAD 26Q1-2900-gdf79404cd8, Yosys 0.63+post, stock flow scripts
make -C /OpenROAD-flow-scripts/flow DESIGN_CONFIG=/design/flow/config.mk WORK_HOME=/design/flow/orfs finish
File: config.mk
export PLATFORM = sky130hd
export DESIGN_NAME = noiseFilter
export DESIGN_NICKNAME = noiseFilter
export VERILOG_FILES = /design/flow/design.v
export SDC_FILE = /design/flow/constraint.sdc
export NUM_CORES = 4
export LEC_CHECK = 1
export CORE_UTILIZATION = 30
File: constraint.sdc
current_design noiseFilter

set clk_period 4.0
set clk_io_pct 0.2

create_clock -name clk0 -period $clk_period [get_ports {clk}]

set non_clock_inputs [all_inputs -no_clocks]
set_input_delay [expr $clk_period * $clk_io_pct] -clock clk0 $non_clock_inputs
set_output_delay [expr $clk_period * $clk_io_pct] -clock clk0 [all_outputs]
File: design.v
`timescale 1ns / 1ps
module noiseFilter #(
    parameter 
        HALF_KEY_LENGTH = 16
    ) (
        input clk,
        input rst,
        input [(16*HALF_KEY_LENGTH)-1 : 0] in,
        output reg [HALF_KEY_LENGTH-1 : 0] out,
        output reg ready
    );
    reg [HALF_KEY_LENGTH-1 : 0] validRegions;
    reg [(5*HALF_KEY_LENGTH)-1 : 0] quantized;
    reg [2:0] state, next_state;
    localparam STATE_OFF = 3'd0;
    localparam STATE_QUANTIZE = 3'd1;
    localparam STATE_MARK_VALID = 3'd2;
    localparam STATE_FINAL = 3'd3;
    localparam STATE_READY = 3'd4;
    localparam EXCLUSION_ZONE_WIDTH = 4;
    localparam integer HALF_EXCLUSION_ZONE_WIDTH = EXCLUSION_ZONE_WIDTH * 0.5;
    integer i;
    always @(posedge clk) begin
        if (!rst) begin
            state <= STATE_OFF;
        end
        else begin
            state <= next_state;
        end
    end
    always @(*) begin
        next_state = state;
        case (state)
            STATE_OFF: begin
                next_state = STATE_QUANTIZE;
            end
            STATE_QUANTIZE: begin
                next_state = STATE_MARK_VALID;
            end
            STATE_MARK_VALID: begin
                next_state = STATE_FINAL;
            end
            STATE_FINAL: begin
                next_state = STATE_READY;
            end
            STATE_READY: begin
                next_state = STATE_READY;
            end
            default: begin
                next_state = STATE_QUANTIZE;
            end
        endcase
    end
    always @(*) begin
        case (state)
            STATE_OFF: begin
                quantized = 0;
                validRegions = 0;
                out = 0;
                ready = 0;
            end
            STATE_QUANTIZE: begin
                for (i=0; i<HALF_KEY_LENGTH; i=i+1) begin
                    quantized[(i*5) +: 5] = in[(i*16)+0] + in[(i*16)+1] + in[(i*16)+2] + in[(i*16)+3] + in[(i*16)+4]
                                                   + in[(i*16)+5] + in[(i*16)+6] + in[(i*16)+7] + in[(i*16)+8] + in[(i*16)+9]
                                                   + in[(i*16)+10] + in[(i*16)+11] + in[(i*16)+12] + in[(i*16)+13] + in[(i*16)+14]
                                                   + in[(i*16)+15];
                end
                validRegions = 0;
                out = 0;
                ready = 0;
            end
            STATE_MARK_VALID: begin
                quantized = quantized;
                for (i=0; i<HALF_KEY_LENGTH; i=i+1) begin
                    if ( (quantized[(i*5) +: 5] < 8-(HALF_EXCLUSION_ZONE_WIDTH-1)) || (quantized[(i*5) +: 5] > 8+(HALF_EXCLUSION_ZONE_WIDTH-1)) ) begin
                       validRegions[i] = 1'b1; 
                    end
                    else begin
                       validRegions[i] = 1'b0; 
                    end
                    if ( quantized[(i*5) +: 5] < 8 ) begin
                       out[i] = 1'b0; 
                    end
                    else begin
                       out[i] = 1'b1; 
                    end
                end
                ready = 0;
            end
            STATE_FINAL: begin
                quantized = quantized;
                validRegions = validRegions;
                out = out & validRegions;
                ready = 0;
            end
            STATE_READY: begin
                quantized = quantized;
                validRegions = validRegions;
                out = out;
                ready = 1'b1;
            end
            default: begin
                quantized = 0;
                validRegions = 0;
                out = 0;
                ready = 0;
            end
        endcase
    end
endmodule
==> impl_metrics.ini <==
; flow metrics
[outcome]
status = finished, final reports clean

[worst_setup_path]
crit_family = flip-flops
startpoint = state[1]
crit_slowest_cell = dfxtp_1
rr_worst_depth = 3
crit_fanout = 19
cpPeakStageDelay_ns = 0.77
worstSetupPathType = flip-flop to primary output
r2r_start = state[1]
crit_required_ns = 3.20
r2r_end = state[1]
reg2reg_slack_ns = 2.80
crit_chain = clkdlybuf4s50_1
start_kind = flip-flop
arrival_ns = 1.62
cp-end-kind = primary output
crit_buf_inv = 1

[synthesis]
synth_cell_types = 25
ys_sh_simple_pct = 9.882
ys_warn_count = 18
synthCells = 1049
ys_cells = 1049
async_reset_ff_share_pct = 0
ys_chip_area_um2 = 9294
yosys.area_share.aoi_pct = 6.031
logic_family = adder cells
fa_ha_area_share_pct = 45.23
ys_ff = 117
synth.area.mux_share_pct = 1.723
ys_sh_xor_pct = 1.508
edf_count = 0
syn-cell-area_um2 = 9294
synthFlopType = dlxtn_1
syn_area_per_cell_um2 = 8.860

[placed_design]
place_inst = 1710
preCtsSetupSlack_ns = 1.773
gp_congestion = 0.7859
portBuffers = 274
dpl.hpwl_mm = 14.81

[timing]
finalWorstSetupSlack_ns = 1.578
worst_pin_slew_ns = 0.7147
timing.final.crit_period_ns = 2.422
untimed_endpoints = 128
finClkSkew_ns = 0.002494
period_used_pct = 60.55
slew-limit-headroom_pct = 52.29
final-setup-viol-count = 0
tns_ns = 0
fmax_mhz = 412.9
rsz0062_at_grt = false
drv_slew = 0
unclocked_pins = 112
final-hold-violation-count = 0

[floorplanning]
num_rows = 64
die_width_um = 178.0
core-area_um2 = 30510
initCoreUtil_pct = 30.46
die_area_um2 = 31690
io_pins = 275
die_y_um = 178.0

[clock_tree]
clk_pin_slew_ns = 0.03
clockBufferDepth = 2
ctsResizeCount = 0
cts_tree = done
cts_made_buffers = 3
cts.htree.levels = 1
post_cts_buffers = 0
cts_hold_buffers = 0
clk_latency_ns = 0.22
root_buffer = clkbuf_16

[hold_path]
min_from = state[0]
whs_endpoint = state[3]
hold_class = flip-flop to flip-flop
hold-path-cell-count = 1

[grt]
busiest_layer = met2
met1_usage_pct = 15.84
grt_max_degree = 81
antenna_found_initial = 0
grt_pass1_wl_mm = 28.37
grt_overflow_total = 0
grt_pass1_vias = 6716
met3_usage_pct = 0.9126
grt.met2_usage_pct = 20.06
track_usage_pct = 11.16

[layout]
fin_cells = 1714
layout_top_cell = inv_1
syn_to_final_growth_pct = 35.18
layout_top_cells = inv_1 (385), clkdlybuf4s50_1 (274), fa_1 (160), dlxtn_1 (96), ha_1 (80)
drive_above_1_share_pct = 0.9105

[drt]
viasPerCell = 3.904
totalWireLength_mm = 16.36
drc = 0
drt_first_pass_iters = 4
antenna_cells = 0
wl_per_cell_um = 9.546
vias = 6692
drtAntennaViolNets = 0
drt_iter0_markers = 132

[run]
max_cap_viol_count = 0
warnings = 25

[pwr]
leakage_uw = 0.006759
ir_drop_uv = 115.5
powerDensity_nw_per_um2 = 266.3
power breakdown:
part           switching [uW]  internal, uW  total, uW
sequential               33.1           223        256
combinational            1430          1500       2930
clock                    30.1           132        162
metrics by stage:
stage	area [um2]	power [uW]	hold WS [ns]	util, %
after global placement	12480	3253	0.4201	40.92
after global routing	12560	3975	0.4533	41.18
after detailed placement	12480	3253	0.4218	40.92
after floorplan	9294	2540	0.4118	-
after CTS	12560	3440	0.4433	41.18
final	12560	3345	0.4412	41.18
cell usage after synthesis, types with 31 or more instances:
cell type | number | share of area, %
nor2_1 | 34 | 1.4
and2_1 | 51 | 3.4
a21oi_1 | 48 | 2.6
fa_1 | 160 | 34
inv_1 | 385 | 16
ha_1 | 80 | 11
nand2_1 | 31 | 1.3
dlxtn_1 | 96 | 15
per-layer routing:
| layer | share of wire (%) | up-vias |
|---|---|---|
| met2 | 50 | 123 |
| li1 | - | 3544 |
| met3 | 4.7 | 2 |
| met4 | 0.24 | 0 |
| met5 | 0 | - |
| met1 | 45 | 3023 |
state kept, by name (all words and copies together), names as in the netlist:
signal and count:
quantized 80, out 16, validRegions 16, state 5
area by class of cell:
class / count / area (um2)
clock buffer: 4 / 78.83
fill: 2926 / 17950
sequential: 117 / 1784
timing repair buffer: 278 / 2773
multi-input combinational: 534 / 5987
inverter: 385 / 1445
tap: 396 / 495.5
kinds of logic (layout without fill, tap and decap cells):
family / count (synthesis) / in the layout
fa+ha+maj: 240 / 240
latches: 112 / 112
mux: 16 / 16
buf+inv: 398 / 667
simple gates: 166 / 166
flops: 5 / 5
compound gates: 96 / 96
xor+xnor: 16 / 16
worst max-delay path by stage:
stage,end,depth (start not counted)
CTS,ready,1
finish,ready,1
global route,ready,1
Power is estimated from default activity; no workload was simulated.
