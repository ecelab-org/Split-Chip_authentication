## constraint.sdc

```tcl
current_design SPIMaster

set clk_period 5.6
set clk_io_pct 0.2

create_clock -name clk0 -period $clk_period [get_ports {clk}]

set non_clock_inputs [all_inputs -no_clocks]
set_input_delay [expr $clk_period * $clk_io_pct] -clock clk0 $non_clock_inputs
set_output_delay [expr $clk_period * $clk_io_pct] -clock clk0 [all_outputs]
```

## design.v

```verilog
`timescale 1ns / 1ps
module SPIMaster #(
        parameter KEY_LENGTH = 32,
        parameter SCLK_PERIOD_AS_CLK_MULTIPLE = 10
    )(
        input clk,
        input rst,
        input [KEY_LENGTH-1:0] dataToSend,
        input start,
        input MISO,
        output reg SCLK,
        output reg MOSI,
        output [KEY_LENGTH-1:0] dataReceived
    );
    localparam integer SCLK_SEMI_PERIOD = 0.5 * SCLK_PERIOD_AS_CLK_MULTIPLE;
    reg start_buf, start_delayed, data_interval, done;  
    wire [KEY_LENGTH:0] dataToSend_internal, dataReceived_internal;  
    integer data_counter;
    integer clk_counter;
    assign dataToSend_internal = {1'b0, dataToSend[KEY_LENGTH-1:0]};
    assign dataReceived = dataReceived_internal[KEY_LENGTH-1:0];
        wire shift_in;
        reg [KEY_LENGTH:0] data;
        wire [KEY_LENGTH:0] data_next;
        always @(posedge SCLK) begin
            if (!rst) begin
                data <= 0;
            end
            else begin
                data <= data_next;
            end
        end    
        assign shift_in = MISO;
        assign dataReceived_internal = data;
        assign data_next = {shift_in, data[KEY_LENGTH:1]};
    always @(posedge clk) begin
        if (!rst) begin
            start_buf <= 0;
            start_delayed <= 0;
        end
        else begin
            start_buf <= start;
            start_delayed <= start_buf;
        end
    end
    reg state, next_state;
    localparam STATE_IDLE = 1'd0;
    localparam STATE_SEND_RECEIVE = 1'd1;
    always @(posedge clk) begin
        if (!rst) begin
            state <= STATE_IDLE;
        end
        else begin
            state <= next_state;
        end
    end
    always @(*) begin
        next_state = state;
        case (state)
            STATE_IDLE: begin
                if (start_buf && !start_delayed) begin   
                    next_state = STATE_SEND_RECEIVE;
                end
            end
            STATE_SEND_RECEIVE: begin
                if (data_counter == KEY_LENGTH+1 && clk_counter == SCLK_SEMI_PERIOD-1) begin     
                    next_state = STATE_IDLE;
                end
            end
            default: begin
                if (start_buf && !start_delayed) begin   
                    next_state = STATE_SEND_RECEIVE;
                end
            end
        endcase
    end
    always @(posedge clk) begin
        case (state)
            STATE_IDLE: begin
                done <= 0;
                clk_counter <= 0;
                SCLK <= 1'b1;
                MOSI <= MOSI;
                data_counter <= 0;
                data_interval <= 0;
            end
            STATE_SEND_RECEIVE: begin
                if (clk_counter == SCLK_SEMI_PERIOD-1) begin
                    SCLK <= ~SCLK;
                    data_interval <= ~data_interval;
                    clk_counter <= 0;
                    if (!data_interval) begin
                        MOSI <= dataToSend_internal[data_counter];
                        data_counter <= data_counter + 1'b1;
                    end
                    else begin
                        MOSI <= MOSI;
                        data_counter <= data_counter;
                    end
                end
                else begin
                    SCLK <= SCLK;
                    data_interval <= data_interval;
                    clk_counter <= clk_counter + 1'b1;
                    MOSI <= MOSI;
                    data_counter <= data_counter;
                end
                if (next_state == STATE_IDLE) begin
                    done <= 1'b1;
                end
                else begin
                    done <= 0;
                end
            end
            default: begin
                done <= 0;
                clk_counter <= 0;
                SCLK <= 1'b1;
                MOSI <= 0;
                data_counter <= 0;
                data_interval <= 0;
            end
        endcase
    end
endmodule
```

## run.sh

```bash
#!/bin/bash
# OpenROAD 26Q1-2900-gdf79404cd8, Yosys 0.63+post, stock flow scripts
make -C /OpenROAD-flow-scripts/flow DESIGN_CONFIG=/design/flow/config.mk WORK_HOME=/design/flow/orfs finish
```

## config.mk

```make
export PLATFORM = sky130hd
export DESIGN_NAME = SPIMaster
export DESIGN_NICKNAME = SPIMaster
export VERILOG_FILES = /design/flow/design.v
export SDC_FILE = /design/flow/constraint.sdc
export NUM_CORES = 4
export LEC_CHECK = 1
export CORE_UTILIZATION = 30
```

==> qor.yml <==
final_core_util_pct: 36.5
grt_setup_unrepaired: "false"
setup_ws_ps: 2950
grt_pass1_wl_mm: 17.0
arrival_ps: 2620
p_clk_share_pct: 42.9
hold_depth: 1
drv_cap: 0
rows: 47
cts_hold_buf: 0
coreArea_um2: 16800
seq_area_um2: 2410
routabilityCongestion: 0.793
reg2reg_setup_slack_ps: 2950
numSynthFlops: 103
p_sw_share_pct: 24.5
ant_nets: 0
critical_path_class: "reg -> reg"
wl_per_cell_um: 12.9
hold_path_end: "start_delayed"
combPwrFrac_pct: 9.2
area_growth_pct: 18.0
synthTopCellsByArea: "dfxtp_1, edfxtp_1, and2_1"
drc: 0
dp_hpwl_mm: 6.92
combGateArea_um2: 2350
fin_cells: 782
r2r_cells: 6
num_vias: 3846
ios: 70
crit_path_start_kind: "register"
antenna_found_initial: 0
min-delay-start: "start_buf"
async_flop_share_pct: 0
syn_area_um2: 5190
min_period_over_period_pct: 47.3
ys_area_um2: 5190
die_w_um: 133
avgSynthCellArea_um2: 9.68
finalHoldViolations: 0
whs_ps: 445
grt.total_usage_pct: 11.8
place_inst: 766
clock_latency_ps: 330
relSlewSlack_pct: 44.2
unclocked_pins: 33
routed_wl_mm: 10.1
p_seq_share_pct: 47.9
switchingPower_mw: 0.315
drt_iter0_drc: 293
io_buffers: 69
tns_ps: 0
clock_skew_ps: 10.1
synth-edff-count: 35
ys_seq_share_pct: 46.5
r2r_end: "data_counter[22]"
p_leak_nw: 1.92
synth_cells: 536
yosysTopAreaCell: "dfxtp_1"
power_density_nw_per_um2: 210
clk_path_buf_depth: 2
htreeDepth: 3
numCtsBuffers: 9
cp.required_ps: 5580
fillers: 1600
min_period_ps: 2650
fp_util_pct: 31.0
post-cts-setup-buffers: 0
critPathMaxFanout: 32
cts_resized: 0
endpoint_kind: "register"
vias_per_cell: 4.92
grt_max_degree: 40
ir_drop_mv: 0.131
clk_pin_slew_ps: 60
grt_pass1_vias: 3514
gr-total-overflow: 0
antennaDiodeCount: 0
warnings: 27
root_buffer: "clkbuf_16"
hold_path_class: "reg -> reg"
place_ws_ps: 2840
worstReg2RegStart: "clk_counter[0]"
cts_tree: "yes"
max_clock_freq_ghz: 0.378
die_area_um2: 17800
ff_type: "dfxtp_1"
fp.dieH_um: 133
yosys_warnings: 2
outcome: "complete, no violations"
finalMaxSlewViolations: 0
synth_cell_types: 47
intPower_mw: 0.971
worstMarginPinSlew_ps: 835
yosys_cells: 536
untimed_endpoints: 65
top_area_share_pct: 26.2
first_pass_iters: 4
finalSetupViolations: 0
layout-drive-gt1-share_pct: 5.87
[flip-flops by register name (all words and copies together), names as in the netlist]
name and cells:
MOSI 1, SCLK 1, clk_counter 32, data 33, data_counter 32, data_interval 1
start_buf 1, start_delayed 1, state 1
[cell type report]
cell class,count,share of cell area [%]
Clock buffer,11,4.13
Clock inverter,5,0.634
Sequential cell,103,39.4
Multi-Input combinational cell,352,38.4
Timing Repair Buffer,74,11.9
Inverter,17,1.04
Tap cell,220,4.50
[routing by layer]
metal | track usage [%] | vias up | part of all wire (%) | wire [um]
met2 | 17.4 | 81 | 45 | 4550
met1 | 19.1 | 1790 | 50 | 5050
met5 | 0 | - | 0 | 0
met3 | 2.21 | 7 | 4.3 | 431
li1 | - | 1968 | - | -
met4 | 1.33 | 0 | 0.93 | 94
[power groups by stage]
stage	combinational, mW	sequential, mW	clock, mW
CTS	0.120	0.616	0.563
global route	0.130	0.621	0.589
finish	0.118	0.616	0.551
[cell usage after synthesis (all sizes together), types with 15 or more instances]
master	count
dfxtp	68
buf	41
and2	39
edfxtp	35
nand2	33
nor4	33
nor2	29
a21oi	23
clkbuf	23
nand4	22
mux2i	21
nand3	21
inv	17
o21ai	16
or3	15
xor2	15
[through the flow]
stage               total power [mW]  cell area [um2]
global placement               0.742             5830
floorplan                      0.692             5190
detailed placement             0.746             5830
global route                    1.34             6120
finish                          1.29             6120
CTS                             1.30             6120
[logic make-up (layout without fill, tap and decap cells)]
family | after synthesis | after routing | share of synthesized area, %
fa+ha+maj | 4 | 4 | 0.965
simple gates | 235 | 235 | 26.2
xor+xnor | 20 | 20 | 3.38
mux | 27 | 27 | 6.66
flops | 103 | 103 | 46.5
compound gates | 66 | 66 | 7.81
buf+inv | 81 | 107 | 8.51
[how the worst max path moves through the flow]
stage / depth (start not counted) / to / startpoint
finish: 6 / data_counter[22] / clk_counter[0]
global route: 6 / data_counter[5] / clk_counter[0]
CTS: 6 / data_counter[6] / clk_counter[0]
[placed cells by master (no fill, tap or decap), types with 2 or more instances in the layout]
master / Yosys / final
clkdlybuf4s50_1: 0 / 69
dfxtp_1: 68 / 68
and2_1: 39 / 39
edfxtp_1: 35 / 35
nand2_1: 33 / 33
nor4_1: 33 / 33
nor2_1: 29 / 29
a21oi_1: 23 / 23
nand4_1: 21 / 21
nand3_1: 21 / 21
mux2i_1: 21 / 21
inv_1: 17 / 17
xor2_1: 15 / 15
or3_1: 15 / 15
o21ai_0: 16 / 15
o211ai_1: 10 / 10
nand2b_1: 10 / 10
or4_1: 9 / 9
clkbuf_16: 0 / 9
and4_1: 8 / 8
o31ai_1: 9 / 8
mux4_2: 6 / 6
xnor2_1: 5 / 5
buf_4: 32 / 5
and3_1: 4 / 4
ha_1: 4 / 4
nor2b_1: 3 / 3
nor4b_1: 2 / 2
clkbuf_8: 0 / 2
inv_6: 0 / 2
inv_4: 0 / 2
[critical path: stages (launching register included)]
cell and delay, ps:
dfxtp_1 340, inv_1 70, ha_1 160, nor4b_1 280, nand4_1 580, o31ai_4 400
buf_4 430
Power figures rest on the tool's default switching activity, not on a simulated workload.
